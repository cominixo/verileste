--- design.v ---
module uart (
    input logic clk,
    input logic rst,
    input logic [7:0] data_i,
    input logic data_valid_i,
    output logic TX,
    output logic ready_o
);
    localparam BAUD_RATE   = 115200;
    localparam CLK_FREQ    = 20_250_000;
    localparam PULSE_WIDTH = CLK_FREQ / BAUD_RATE;
    typedef enum logic [1:0] { 
        IDLE, START, DATA, STOP
    } state_t;
    state_t state, next_state;
    logic [31:0] clk_count;
    logic [2:0] data_count;
    logic [7:0] data_r;
    assign ready_o = next_state == IDLE;
    always_comb begin
        next_state = state;
        unique case (state)
            IDLE: begin
                if (data_valid_i)
                    next_state = START;  
            end
            START: begin
                if (clk_count == PULSE_WIDTH-1) 
                    next_state = DATA;
            end
            DATA: begin
                if (data_count == 3'd7 && clk_count == PULSE_WIDTH-1)
                    next_state = STOP;     
            end
            STOP: begin
                if (clk_count == PULSE_WIDTH-1)
                    next_state = IDLE;
            end
        endcase
    end
    always_ff @(posedge clk) begin
        if (rst) begin
            state <= IDLE;
        end
        else begin
            state <= next_state;
        end
    end
    always_ff @(posedge clk) begin
        if (rst) begin
           data_count <= '0;
           clk_count  <= '0;
        end 
        else begin
            if (state == IDLE) begin
                data_count <= '0;
                clk_count  <= '0;
            end
            if (state == DATA && clk_count == PULSE_WIDTH-1) begin
                data_count <= data_count + 1;
                clk_count <= '0;
            end
            else if (state != DATA && state != next_state) begin
                clk_count <= '0;
            end
            else begin
                clk_count <= clk_count + 1'b1;
            end
        end
    end
    always_ff @(posedge clk) begin
        if (rst) begin
           data_r     <= '0;
           TX         <= 1'b1;
        end
        else begin
            unique case (state)
                IDLE: begin
                    TX <= 1'b1;
                    data_r <= data_i;
                end
                START: begin
                    TX <= 1'b0;
                end
                DATA: begin
                    TX <= data_r[data_count];
                end
                STOP: begin
                    TX <= 1'b1;
                end
            endcase
        end
    end
endmodule
--- run.sh ---
#!/bin/bash
# OpenROAD 26Q1-2900-gdf79404cd8, Yosys 0.63+post, stock flow scripts
make -C /OpenROAD-flow-scripts/flow DESIGN_CONFIG=/design/flow/config.mk WORK_HOME=/design/flow/orfs finish
--- config.mk ---
export PLATFORM = sky130hd
export DESIGN_NAME = uart
export DESIGN_NICKNAME = uart
export VERILOG_FILES = /design/flow/design.v
export SDC_FILE = /design/flow/constraint.sdc
export NUM_CORES = 4
export LEC_CHECK = 1
export CORE_UTILIZATION = 30
--- constraint.sdc ---
current_design uart

set clk_period 6.6
set clk_io_pct 0.2

create_clock -name clk0 -period $clk_period [get_ports {clk}]

set non_clock_inputs [all_inputs -no_clocks]
set_input_delay [expr $clk_period * $clk_io_pct] -clock clk0 $non_clock_inputs
set_output_delay [expr $clk_period * $clk_io_pct] -clock clk0 [all_outputs]
==> reports/results.ini <==
[pwr]
power.total_w=0.0005170
pwr_density_cell_nw_per_um2=193.8
p_leak_nw=0.9991
peakVddDrop_v=0.00009567

[drt]
drt-wirelength-per-cell_um=12.09
drt_wl_total_mm=4.522
drt-pass1-iter-count=4
antenna_cells=0
vias=1803
ant_nets=0
first_iter_violations=102
post-route-drc-count=0
viasPerCell=4.821

[min_path]
holdCritStartpoint=clk_count[0]
hold_end=clk_count[0]
holdCritPathClass=flip-flop to flip-flop
hold_path_depth=1

[critical_path]
r2r_setup_slack_ns=4.34
cp-start-kind=primary input
reg2reg_depth=6
rr_startpoint=state[0]
crit_path_end_kind=output port
crit_type=primary input to output port
arrival_ns=2.86
worstPathRequired_ns=5.28
r2r_end=clk_count[19]
critPathMaxFanout=4

[final_timing]
worstMarginPinSlew_ns=0.8086
relSlewSlack_pct=46.09
period_used_pct=63.36
finalSetupTns_ns=0
setup_violations=0
clock.fmax_mhz=239.1
hold_viol_final=0
fin_crit_ns=4.182
slew_violations=0
skew_ns=0.004572
rsz0062_at_grt=false

[clock_network]
clock_latency_ns=0.30
clk_pin_slew_ns=0.08
numClockSinks=46
cts_buffer_depth=2
holdBufCountCts=0
root_buffer=clkbuf_8
cts_tree=done
cts_buffers=5
cts_max_level=2
cts_setup_buffers=0
ctsResizeCount=0

[die]
core_area_um2=7408
num_rows=31
chip_area_um2=8173
fp_util_pct=31.65
die_h_um=90.41
die-width_um=90.41
io_pins=13

[synthesis]
edf_count=0
seq_area_frac_synth_pct=39.27
ff_type=dfxtp_1
ys_types=44
synth_area_per_cell_um2=8.984
ys_area_um2=2345
async_flop_share_pct=0
synth-seq-cells=46
yosysCellCount=261
netlist_area_um2=2345
yosys_warnings=1
syn_inst=261

[global_routing]
grt_pass1_vias=1635
antenna_found_initial=0
grt_overflow=0
grt_max_degree=33
track_usage_pct=11.57
grt_pass1_wl_mm=7.721

[finish]
final_cell_mix=53 x nor2_1, 46 x dfxtp_1, 25 x xor2_1
design_area_um2=2668
lay_top_count=nor2_1
area_growth_syn_to_layout_pct=13.77
drive_above_1_share_pct=7.636

[place]
gp_congestion=0.8168
place_area_um2=2572
port_buffers=12
dpl.hpwl_mm=3.128

[flow_run]
warning_count=29
cap_violations=0

[outcome]
status=complete, no violations

[cells in the mapped netlist, types with 3 or more instances]
| master | n | area share [%] |
|---|---|---|
| inv_1 | 5 | 0.80 |
| nor4_1 | 9 | 2.4 |
| xor2_1 | 25 | 9.3 |
| nand2_1 | 7 | 1.1 |
| and4_1 | 4 | 1.5 |
| o21ai_0 | 7 | 1.5 |
| nor2b_1 | 4 | 1.1 |
| dfxtp_1 | 46 | 39 |
| nand3_1 | 16 | 3.4 |
| xnor2_1 | 6 | 2.2 |
| ha_1 | 8 | 4.3 |
| nor2_1 | 53 | 8.5 |
| nor3_1 | 5 | 1.1 |
| nand4_1 | 15 | 4.0 |
| and3_1 | 3 | 0.80 |
| clkbuf_1 | 6 | 0.96 |
| mux2i_1 | 11 | 4.7 |
[stage by stage]
step           setup slack (ns)  hold slack, ns  utilization, %  instances
2_1_floorplan             3.468          0.4409               -        261
3_3_place_gp              2.431          0.4591           34.72        366
3_5_place_dp              2.402          0.4807           34.72        366
4_1_cts                   2.401          0.4952           36.01        374
5_1_grt                   2.330          0.5206           36.01        374
6_report                  2.418          0.4918           36.01        374
[per-layer routing]
layer	routed length (um)	vias to the layer above	share of wire [%]	global-route usage [%]
li1	-	955	-	-
met1	2388	831	53	18.48
met2	1992	12	44	17.18
met3	73	5	1.6	1.795
met4	68	0	1.5	1.613
met5	0	-	0	0
[power by group]
| group | switching [W] | total, W | internal, W |
|---|---|---|---|
| clock | 0.0000948 | 0.000179 | 0.0000842 |
| sequential | 0.00000506 | 0.000289 | 0.000284 |
| combinational | 0.0000247 | 0.0000486 | 0.0000240 |
| total | 0.000124 | 0.000517 | 0.000393 |
[cell type report]
class | instances | area [um2]
clock buffer | 6 | 82.58
clock inverter | 2 | 12.51
fill | 750 | 4741
inverter | 5 | 18.77
multi-input combinational | 202 | 1374
sequential | 46 | 920.9
tap | 99 | 123.9
timing repair buffer | 14 | 135.1
[flip-flops by register name (all words and copies together) (netlist names)]
name / flops
data_r: 8
TX: 1
clk_count: 32
data_count: 3
state: 2
[critical path, stage by stage]
cell and delay [ns]:
clkdlybuf4s50_1 0.45, a21oi_1 0.16, a211oi_1 0.07, nor3_2 0.21, a21boi_1 0.18, clkdlybuf4s50_1 0.47
[cell families after synthesis]
family	share of synthesized area, %
AND-OR/OR-AND	4.429
XOR/XNOR	11.58
adder cells (fa/ha/maj)	4.269
buffers and inverters	2.134
flip-flops	39.27
multiplexers	6.617
AND/OR/NAND/NOR	31.70
[worst max-delay path by stage]
stage       startpoint       to  slack (ns)  depth (start not counted)
4_1_cts   data_valid_i  ready_o        2.40                          6
5_1_grt   data_valid_i  ready_o        2.33                          6
6_report  data_valid_i  ready_o        2.42                          6
